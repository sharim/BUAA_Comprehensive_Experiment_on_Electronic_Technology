File: design/flow/config.mk
export PLATFORM = sky130hd
export DESIGN_NAME = UART_rx
export DESIGN_NICKNAME = UART_rx
export VERILOG_FILES = /design/flow/design.v
export SDC_FILE = /design/flow/constraint.sdc
export NUM_CORES = 4
export LEC_CHECK = 1
export CORE_UTILIZATION = 30
File: design/flow/constraint.sdc
current_design UART_rx

set clk_period 6.1
set clk_io_pct 0.2

create_clock -name clk0 -period $clk_period [get_ports {clk}]

set non_clock_inputs [all_inputs -no_clocks]
set_input_delay [expr $clk_period * $clk_io_pct] -clock clk0 $non_clock_inputs
set_output_delay [expr $clk_period * $clk_io_pct] -clock clk0 [all_outputs]
File: design/flow/run.sh
#!/bin/bash
# OpenROAD 26Q1-2900-gdf79404cd8, Yosys 0.63+post, stock flow scripts
make -C /OpenROAD-flow-scripts/flow DESIGN_CONFIG=/design/flow/config.mk WORK_HOME=/design/flow/orfs finish
File: design/flow/design.v
module UART_rx
#(
    parameter CLK_FRE     = 50    ,  
	parameter BAUD_RATE   = 115200,  
    parameter DATA_WIDTH  = 8     ,  
    parameter PARITY_MODE = "none",  
    parameter STOP_WIDTH  = 1        
)
(
    input                       clk      ,  
    input                       rst_n    ,  
    input                       rx_enable,  
    input                       rx_pin   ,  
    output reg                  rx_error ,  
    output reg                  rx_done  ,  
    output reg [DATA_WIDTH-1:0] rx_data     
);
    localparam CYCLE = CLK_FRE * 100_0000 / BAUD_RATE;
    localparam S_IDLE   = 5'b0_0001;  
    localparam S_START  = 5'b0_0010;  
    localparam S_DATA   = 5'b0_0100;  
    localparam S_PARITY = 5'b0_1000;  
    localparam S_STOP   = 5'b1_0000;  
    reg [4:0] state     ;  
    reg [4:0] next_state;  
    reg [15:0] cycle_cnt;  
    reg [ 2:0] bit_cnt  ;  
    reg                  rx_parity_bit ;  
    reg [DATA_WIDTH-1:0] rx_data_latch ;  
    reg  rx_delay_1;  
    reg  rx_delay_2;  
    wire rx_negedge = &{~rx_delay_1, rx_delay_2};  
    always @(posedge clk or negedge rst_n) begin
        if (!rst_n) {rx_delay_1, rx_delay_2} <= 2'b0;
        else {rx_delay_1, rx_delay_2} <= {rx_pin, rx_delay_1};
    end
    always @(posedge clk or negedge rst_n) begin: FSM_STATE__STATE_TRANSITION
        if (!rst_n) state <= S_IDLE    ;
        else        state <= next_state;
    end
    always @(*) begin: FSM_STATE__NEXT_STATE_DECODE
        case (state)
        S_IDLE:
            if (rx_negedge && rx_enable) next_state = S_START;
            else                         next_state = S_IDLE ;
        S_START:
            if (cycle_cnt == CYCLE - 1) next_state = S_DATA ;
            else                        next_state = S_START;
        S_DATA:
            if (cycle_cnt == CYCLE - 1 && bit_cnt == DATA_WIDTH - 1)
                if (PARITY_MODE == "none") next_state = S_STOP  ;  
                else                       next_state = S_PARITY;  
            else
                next_state = S_DATA;
        S_PARITY:
            if (cycle_cnt == CYCLE - 1) next_state = S_STOP  ;
            else                        next_state = S_PARITY;
        S_STOP:
            if (cycle_cnt == (CYCLE * STOP_WIDTH) / 2 - 1) next_state = S_IDLE;
            else                                           next_state = S_STOP;
        default:
            next_state = S_IDLE;
        endcase
    end
    always @(posedge clk or negedge rst_n) begin: FSM_COUNTER__CYCLE_COUNTER
        if (!rst_n) cycle_cnt <= 'b0;
        else if (next_state != state || (state == S_DATA && cycle_cnt == CYCLE - 1))
            cycle_cnt <= 0;
        else cycle_cnt <= cycle_cnt + 1;
    end
    always @(posedge clk or negedge rst_n) begin: FSM_COUNTER__BIT_COUNTER
        if (!rst_n) bit_cnt <= 0;
        else if (state == S_DATA)
            if (cycle_cnt == CYCLE - 1) bit_cnt <= bit_cnt + 1;
            else                        bit_cnt <= bit_cnt    ;
        else bit_cnt <= 0;
    end
    always @(posedge clk or negedge rst_n) begin: FSM_LATCH__RX_DATA_LATCH
        if (!rst_n) rx_data_latch <= 0;
        else if (state == S_DATA && cycle_cnt == CYCLE / 2 - 1)
            rx_data_latch[bit_cnt] <= rx_pin;
        else rx_data_latch <= rx_data_latch;
    end
    always @(posedge clk or negedge rst_n) begin: FSM_LATCH__RX_PARITY_BIT
        if (!rst_n) rx_parity_bit <= 1'b1;
        else
            case (PARITY_MODE)
                "even", "odd": rx_parity_bit <= rx_pin;
                default      : rx_parity_bit <= 1'b1  ;
            endcase
    end
    always @(posedge clk or negedge rst_n) begin: FSM_OUTPUT__RX_DONE
        if (!rst_n) rx_done <= 1'b0;
        else if (state == S_IDLE)
            if (rx_enable && rx_negedge) rx_done <= 1'b0;
            else                         rx_done <= 1'b1;
        else if (state == S_STOP && next_state != state)
            rx_done <= 1'b1;
    end
    always @(posedge clk or negedge rst_n) begin: FSM_OUTPUT__RX_ERROR
        if (!rst_n) rx_error <= 1'b0;
        else if (state == S_IDLE)
            if (rx_enable && rx_negedge) rx_error <= 1'b0;
            else rx_error <= check(PARITY_MODE, rx_data_latch, rx_parity_bit);
        else if (state == S_STOP && next_state != state)
            rx_error <= check(PARITY_MODE, rx_data_latch, rx_parity_bit);
    end
    always @(posedge clk or negedge rst_n) begin: FSM_OUTPUT__RX_DATA
        if (!rst_n) rx_data <= 'b0;
        else if (state == S_STOP && next_state != state)
            rx_data <= rx_data_latch;
    end
    function reg check;
        input [4*8-1       :0] parity_mode;
        input [DATA_WIDTH-1:0] data       ;
        input                  parity_bit ;
        begin
            case (parity_mode)
                "even" : check = ~(^{data, parity_bit});
                "odd"  : check = ^{data, parity_bit}   ;
                default: check = 1'b0                  ;
            endcase
        end
    endfunction
endmodule  
==> results.sh <==
# physical design summary
export IMPL_status="finished clean"
export IMPL_fin_cells=315
export IMPL_drive_gt1_frac=0.1667
export IMPL_worst_slew_pin_slew_ns=0.7666
export IMPL_yosys_cell_types_count=50
export IMPL_yosys_area_top_type="dfrtp_1"
export IMPL_fin_worst_skew_ns=0.01092
export IMPL_ctsResizeCount=0
export IMPL_crit_path_end_kind="flop"
export IMPL_initialDrtViolationCount=71
export IMPL_totalWireLength_um=3894
export IMPL_synth_edff_count=0
export IMPL_io_pins=14
export IMPL_avgViaCountPerCell=4.854
export IMPL_gp_congestion=0.7968
export IMPL_intPower_mw=0.4728
export IMPL_drv_slew=0
export IMPL_area_growth_pct=13.89
export IMPL_p_switching_mw=0.1843
export IMPL_fin_crit_ns=2.843
export IMPL_power_density_nw_per_um2=258.2
export IMPL_synth_warning_count=1
export IMPL_flop_cell="dfrtp_1"
export IMPL_antenna_found_initial=0
export IMPL_crit_required_ns=6.29
export IMPL_fmax_mhz=351.7
export IMPL_slew_headroom=0.4851
export IMPL_routed_via_count=1529
export IMPL_area_leaders="dfrtp_1 47%, mux2_2 5.0%, nor3_1 4.3%"
export IMPL_drv_max_cap_violation_count=0
export IMPL_syn_area_um2=2235
export IMPL_placed_area_um2=2429
export IMPL_p_leak_nw=1.042
export IMPL_rows=31
export IMPL_dieHeight_um=88.31
export IMPL_yosys_stat_cells=205
export IMPL_top_area_frac=0.4703
export IMPL_cp_start_kind="input port"
export IMPL_drc=0
export IMPL_hpwl_um=2658
export IMPL_clock_latency_ns=0.30
export IMPL_period_used=0.4661
export IMPL_grt_start_max_net_pins=44
export IMPL_clk_pin_slew_worst_paths_ns=0.08
export IMPL_setup_tns_ns=0
export IMPL_numCtsBuffers=5
export IMPL_hold_viol=0
export IMPL_syn_avg_cell_area_um2=10.90
export IMPL_grt_pass1_wl_um=6900
export IMPL_yosys_register_bits=43
export IMPL_cts_setup_buffers=0
export IMPL_p_seq_frac=0.495
export IMPL_power_frac_comb=0.165
export IMPL_ant_nets=0
export IMPL_postSynthSeqShare=0.4821
export IMPL_crit_fanout=16
export IMPL_cts_root_buffer="clkbuf_8"
export IMPL_dieWidth_um=88.31
export IMPL_clkPwrFrac=0.341
export IMPL_critPathKind="input port to flop"
export IMPL_cts_hold_buffers=0
export IMPL_num_antenna_cells=0
export IMPL_hp_class="flop to flop"
export IMPL_grt_overflow_total=0
export IMPL_grt_pass1_vias=1511
export IMPL_cts_sinks=43
export IMPL_firstDrtPassIters=4
export IMPL_clockBufferDepth=2
export IMPL_finalHoldWorstSlack_ns=0.3746
export IMPL_total_power_mw=0.6571
export IMPL_switching_share=0.2805
export IMPL_report_final_setup_viol=0
export IMPL_wl_per_cell_um=12.36
export IMPL_worstPathArrival_ns=3.03
export IMPL_core_area_um2=7214
export IMPL_portBuffers=12
export IMPL_ir_drop_mv=0.08928
export IMPL_stdcell_area_um2=2545
export IMPL_cts_tree="yes"
export IMPL_fillers=744
export IMPL_rsz0062_at_grt="false"
export IMPL_warnings=29
export IMPL_dp_cells=307
export IMPL_dieArea_um2=7798
export IMPL_async_flop_share=1.000
export IMPL_grt_total_usage=0.1135
export IMPL_synth_cells=205
export IMPL_ys_area_um2=2235
export IMPL_h_tree_depth=2
export IMPL_fp_util=0.3097
-- power groups by stage --
stage,Combinational [mW],Clock [mW],Sequential (mW)
final,0.108,0.224,0.325
after CTS,0.109,0.232,0.324
after global routing,0.120,0.246,0.329
-- logic make-up (layout without fill, tap and decap cells) --
logic type	after synthesis	after routing	share of synthesized area
AND/OR/NAND/NOR	84	84	0.2424
multiplexers	13	13	0.06663
XOR/XNOR	17	17	0.06663
other	1	1	0.001678
flip-flops	43	43	0.4821
adder cells (fa/ha/maj)	7	7	0.03919
buffers and inverters	17	28	0.03527
AND-OR/OR-AND	23	23	0.06607
-- critical path: stages --
cell             delay [ns]
clkdlybuf4s50_1        0.39
and3b_1                0.17
nor3b_1                0.16
o22ai_1                0.15
nand4_1                0.56
nor3_1                 0.38
-- synthesized netlist by cell type (2+ instances only) --
master / instances
dfrtp_1: 42
nand4_1: 6
mux2_2: 10
o22ai_1: 2
xnor2_1: 8
nand3_2: 2
nor3_1: 19
inv_1: 7
nand3_1: 10
ha_1: 7
o2bb2ai_1: 2
nand2_1: 5
buf_4: 3
clkbuf_1: 4
xor2_1: 9
nor4_4: 2
a21oi_1: 5
nor3b_1: 3
buf_2: 3
nand3b_1: 4
and3_1: 2
o21ai_0: 7
nor2_1: 15
or4_4: 2
-- layer usage --
metal / vias up / track usage / part of all wire
li1: 748 / - / -
met1: 755 / 0.1671 / 0.50
met2: 20 / 0.1860 / 0.45
met3: 6 / 0.02081 / 0.025
met4: 0 / 0.01466 / 0.018
met5: - / 0 / 0
-- cell usage in the layout (no fill, tap or decap), types with 2 or more instances in the layout --
cell type         n
clkdlybuf4s50_1  11
nor3_1           19
nor3b_1           3
nor2_1           15
nand3_2           2
inv_1             7
xor2_1            9
o22ai_1           2
clkbuf_8          5
nand4_1           6
nand3b_1          4
a21oi_1           5
nand2_1           5
or4_4             2
ha_1              7
o21ai_0           7
xnor2_1           8
nand3_1          10
dfrtp_1          42
and3_1            2
mux2_2           10
o2bb2ai_1         2
nor4_4            2
-- per-stage QoR --
stage / utilization / worst slack, ns
6_report: 0.3528 / 3.257
5_1_grt: 0.3528 / 3.147
4_1_cts: 0.3528 / 3.237
3_5_place_dp: 0.3366 / 2.911
3_3_place_gp: 0.3366 / 2.964
2_1_floorplan: - / 3.797
-- layout make-up --
cell class	count	area, µm²	area share
timing repair buffer	13	122.6	0.04818
clock buffer	5	68.82	0.02704
multi-input combinational	145	1079	0.4238
clock inverter	3	47.55	0.01868
sequential	43	1077	0.4233
tap	99	123.9	0.04867
inverter	7	26.28	0.01032
-- registers in the layout, summed over array words and instances (netlist names) --
register / count
rx_data_latch: 8
cycle_cnt: 16
rx_delay_1: 1
rx_done: 1
state: 5
rx_data: 8
bit_cnt: 3
rx_delay_2: 1
-- worst paths after layout --
| check | startpoint | endpoint | slack, ns | cells after the start |
|---|---|---|---|---|
| max in group asynchronous | rst_n | cycle_cnt[1]$_DFF_PN0_ | 4.74 | 2 |
| setup reg to reg | cycle_cnt[2]$_DFF_PN0_ | cycle_cnt[11]$_DFF_PN0_ | 3.38 | 5 |
| setup / recovery | rx_enable | cycle_cnt[11]$_DFF_PN0_ | 3.26 | 6 |
| hold / removal | rx_delay_1$_DFF_PN0_ | rx_delay_2$_DFF_PN0_ | 0.37 | 0 |
| hold reg to reg | rx_delay_1$_DFF_PN0_ | rx_delay_2$_DFF_PN0_ | 0.37 | 0 |
| min in group asynchronous | rst_n | rx_data_latch[5]$_DFFE_PN0P_ | 0.97 | 2 |
Power and IR drop assume default switching activity.
